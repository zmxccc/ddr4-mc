==> design/flow/design.v <==
module hand_fifo #(
	parameter DEPTH = 2,
	parameter WIDTH = 128
)(
	input 				clk,
	input 				rst_n,
	input  			    in_valid,
	input  [WIDTH -1:0] in_data,
	output 			    in_ready,
	output			    out_valid,
	output [WIDTH -1:0] out_data,
	input  			    out_ready
);
localparam DP_WD = DEPTH == 1 ? 1 : $clog2(DEPTH);
reg  [DP_WD   :0]waddr;
wire             wenc;
wire             waddr_d_h;
wire [DP_WD -1:0]waddr_d_l;
assign wenc = in_valid && in_ready;
assign waddr_d_h = (waddr[DP_WD-1:0] == DEPTH-1) ? ~waddr[DP_WD] : waddr[DP_WD];
assign waddr_d_l = (waddr[DP_WD-1:0] == DEPTH-1) ? 0 : waddr[DP_WD-1:0] + 1;
always @(posedge clk or negedge rst_n)begin
	if(~rst_n)    waddr <= 0;
	else if(wenc) waddr <= {waddr_d_h, waddr_d_l};
end
reg  [DP_WD   :0]raddr;
wire             renc;
wire             raddr_d_h;
wire [DP_WD -1:0]raddr_d_l;
assign renc = out_valid && out_ready;
assign raddr_d_h = (raddr[DP_WD-1:0] == DEPTH-1) ? ~raddr[DP_WD] : raddr[DP_WD];
assign raddr_d_l = (raddr[DP_WD-1:0] == DEPTH-1) ? 0 : raddr[DP_WD-1:0] + 1;
always @(posedge clk or negedge rst_n)begin
	if(~rst_n)    raddr <= 0;
	else if(renc) raddr <= {raddr_d_h, raddr_d_l};
end
reg  [DP_WD :0]fifo_cnt_q;
wire [DP_WD :0]waddr_d = wenc ? {waddr_d_h, waddr_d_l} : waddr;
wire [DP_WD :0]raddr_d = renc ? {raddr_d_h, raddr_d_l} : raddr;
wire [DP_WD :0]fifo_cnt_d = (waddr_d[DP_WD] == raddr_d[DP_WD]) ? (waddr_d[DP_WD-1:0] - raddr_d[DP_WD-1:0]):
															     (waddr_d[DP_WD-1:0] + DEPTH - raddr_d[DP_WD-1:0]);
wire fifo_cnt_en = (wenc ^ renc);
always @(posedge clk or negedge rst_n)begin
	if(~rst_n)    fifo_cnt_q <= 0;
	else if(fifo_cnt_en) fifo_cnt_q <= fifo_cnt_d;
end
reg [WIDTH -1:0]data[DEPTH -1:0];
always @(posedge clk)begin
	if(wenc) data[waddr[DP_WD-1:0]] <= in_data;
end
assign out_data = data[raddr[DP_WD-1:0]];
wire in_ready_en;
wire in_ready_d;
reg  in_ready_q;
assign in_ready_en = (out_valid && out_ready) || in_ready;
assign in_ready_d  = (fifo_cnt_d < DEPTH);
always @(posedge clk or negedge rst_n)begin
	if(~rst_n)          in_ready_q <= 1;
	else if(in_ready_en)in_ready_q <= in_ready_d;
end
wire out_valid_en;
wire out_valid_d;
reg  out_valid_q;
assign out_valid_en = (in_valid && in_ready) || out_valid;
assign out_valid_d  = (fifo_cnt_d > {DP_WD{1'b0}});
always @(posedge clk or negedge rst_n)begin
	if(~rst_n)           out_valid_q <= 0;
	else if(out_valid_en)out_valid_q <= out_valid_d;
end
assign in_ready  = in_ready_q;
assign out_valid = out_valid_q;
endmodule
==> design/flow/run.sh <==
#!/bin/bash
# OpenROAD 26Q1-2900-gdf79404cd8, Yosys 0.63+post, stock flow scripts
make -C /OpenROAD-flow-scripts/flow DESIGN_CONFIG=/design/flow/config.mk WORK_HOME=/design/flow/orfs finish
==> design/flow/config.mk <==
export PLATFORM = sky130hd
export DESIGN_NAME = hand_fifo
export DESIGN_NICKNAME = hand_fifo
export VERILOG_FILES = /design/flow/design.v
export SDC_FILE = /design/flow/constraint.sdc
export NUM_CORES = 4
export LEC_CHECK = 1
export CORE_UTILIZATION = 50
==> design/flow/constraint.sdc <==
current_design hand_fifo

set clk_period 7.1
set clk_io_pct 0.2

create_clock -name clk0 -period $clk_period [get_ports {clk}]

set non_clock_inputs [all_inputs -no_clocks]
set_input_delay [expr $clk_period * $clk_io_pct] -clock clk0 $non_clock_inputs
set_output_delay [expr $clk_period * $clk_io_pct] -clock clk0 [all_outputs]
==> Changelog: implementation <==
### Implementation results

* Die height at 140 µm
* Clk pwr share at 41.4%
* Post-route ant nets at 0
* Max Freq at 0.223 GHz
* CP Class: flop to output port
* Tmin final at 4.48 ns
* Synthesized registers at 262
* Die area at 19600 µm²
* CP Cell Sequence: buf_4 -> mux2_1 -> clkdlybuf4s50_1
* Area Overhead vs Synth at 38.7%
* Drt first-iter violations at 218
* YS chip area at 9520 µm²
* Global-route wire length before repair at 26.7 mm
* Most frequent cells in the layout: clkdlybuf4s50_1, edfxtp_1, mux2_1
* Comb power frac at 2.7%
* Logic area at 1610 µm²
* Psw at 0.545 mW
* Seq share, synth at 82.3%
* MaxCap Viol Count at 0
* Fill cell count at 1155
* First-pass DRT Iterations at 4
* Total GRT Usage at 20.0%
* Diodes inserted at 0
* Status: finished clean
* Latency at later pin at 0.51 ns
* GP Congestion at 0.819
* Routed WL at 17.3 mm
* Largest stage delay, worst path at 0.92 ns
* Boundary Pins at 262
* Unrepaired setup endpoints after global routing: no
* Yosys Warn Count at 1
* # setup viols final at 0
* Average wire per standard cell at 18.1 µm
* Gr ovfl total at 0
* Core ar. at 18700 µm²
* Post-Route Setup TNS at 0 ns
* CTS buffer count at 27
* Worst setup EP type: output port
* Row cnt at 50
* Switching share of power at 17.9%
* CTS Sinks at 262
* DRC at 0
* Die Wd at 140 µm
* Final setup margin at 2.62 ns
* Tool warning count at 26
* Worst min-delay path class: flop to flop
* # Post-CTS Setup Buffers at 0
* Final Hold Vio Count at 0
* Yosys Instances at 423
* Arr. time, crit path at 3.06 ns
* Mapped Area at 9520 µm²
* Leak at 4.40 nW
* Final period util at 63.1%
* Largest net degree at the start of global routing at 58
* Power per cell area at 230 nW/µm²
* Clock buffer depth at 3
* Pre-Place Util at 50.9%
* H-tree depth at 1
* Post-CTS sizing at 0
* Clock Skew at 0.00936 ns
* CTS tree: yes
* CTS root buf: clkbuf_16
* Vias in the first global route at 4931
* Total power draw at 3.03 mW
* Worst slew pin tran at 0.796 ns
* Data required time of the worst path at 5.68 ns
* Commonest Layout Cell: clkdlybuf4s50_1
* Via density at 5.01
* CTS Hold Bufs at 0
* R2R Setup Slk at 4.57 ns
* Worst-path clk slew at 0.06 ns
* Rel. slew slack at 47.0%
* Pre-CTS WS at 3.08 ns
* Worst-path fanout max at 57
* Slew Limit Fails at 0
* Crit start category: flop
* Initial antenna violation count at 0
* Synth unique cells at 18
* DR vias at 4785
* FF+latch area at 7840 µm²
* Reg power frac at 55.9%
* Slowest CP cell: dfrtp_4
* Port Buffers at 261
* Mapped Cells at 423
* Share of post-route cells with drive strength above 1 at 6.93%
* Cell Int Power at 2.49 mW
* Syn_area_per_cell at 22.5 µm²
* Peak supply drop at 0.234 mV
* HPWL after DPL at 11.1 mm
registers in the layout, summed over array words and instances (netlist names):
register     cells
data           256
raddr            2
waddr            2
in_ready_q       1
out_valid_q      1
metrics by stage:
stage / hold slack (ns) / cell area [µm²] / std cells / utilization (%)
after floorplan: 0.480 / 9520 / 423 / -
after global placement: 0.495 / 12400 / 909 / 66.4
after detailed placement: 0.493 / 12400 / 909 / 66.4
after CTS: 0.510 / 13200 / 956 / 70.6
after global routing: 0.532 / 13200 / 956 / 70.6
final: 0.507 / 13200 / 956 / 70.6
path summary, 6_finish.rpt:
path	start	to	depth (start not counted)
min in group asynchronous	rst_n	waddr[0]$_DFF_PN0_	1
max in group asynchronous	rst_n	in_ready_q$_DFFE_PN1P_	1
max reg2reg	in_ready_q$_DFFE_PN1P_	in_ready_q$_DFFE_PN1P_	6
min	raddr[1]$_DFF_PN0_	raddr[1]$_DFF_PN0_	1
max	raddr[0]$_DFF_PN0_	out_data[59]	3
min reg2reg	raddr[1]$_DFF_PN0_	raddr[1]$_DFF_PN0_	1
metal layers:
layer,GRT usage (%),vias to the layer above,wire [µm]
li1,-,2243,-
met4,5.26,0,550
met3,7.77,35,1690
met5,0,-,0
met1,32.2,2334,6730
met2,29.3,173,8370
power by group through the flow:
| stage | registers (mW) | logic [mW] | clock network (mW) |
|---|---|---|---|
| 4_1_cts | 1.70 | 0.0815 | 1.29 |
| 6_report | 1.70 | 0.0811 | 1.26 |
| 5_1_grt | 1.69 | 0.0866 | 1.36 |
cell type report:
class                      count  area share [%]
clock buffer                  33            5.29
clock inverter                14           0.729
inverter                       2          0.0568
multi-input combinational    144            12.2
sequential                   262            59.4
tap                          234            2.22
timing repair buffer         267            20.1
synth_stat cells:
cell | instances | area, µm²
nand3_2 | 1 | 10.0
edfxtp_1 | 256 | 7690
xor2_4 | 1 | 27.5
ha_1 | 2 | 25.0
dfstp_2 | 1 | 26.3
and3_4 | 1 | 11.3
dfrtp_1 | 5 | 125
xnor2_1 | 3 | 26.3
mux2_1 | 128 | 1440
mux2i_1 | 1 | 10.0
a2bb2oi_1 | 1 | 8.76
nor2b_1 | 1 | 6.26
xnor2_2 | 1 | 16.3
a21oi_1 | 1 | 5.00
buf_2 | 15 | 75.1
and2_1 | 1 | 6.26
inv_1 | 2 | 7.51
nand2_1 | 2 | 7.51
cell families after synthesis:
kind of cell               Yosys count  synth area share, %
AOI/OAI and AO/OA                    2                0.144
xor gates and xnor gates             5                0.736
adders and majority gates            2                0.263
buffers and inverters               17                0.867
DFF                                262                 82.3
muxes                              129                 15.2
and+or+nand+nor                      6                0.434
critical path, delay by kind of cell (launching register included):
kind	cells	cell delay, ns
flops	1	0.92
buf+inv	2	1.21
mux	1	0.38
No activity file was given, so power comes from the tool's default toggle rates.
