==> config.mk <==
export PLATFORM = sky130hd
export DESIGN_NAME = fifo
export DESIGN_NICKNAME = fifo
export VERILOG_FILES = /design/flow/design.v
export SDC_FILE = /design/flow/constraint.sdc
export NUM_CORES = 4
export LEC_CHECK = 1
export CORE_UTILIZATION = 50
==> constraint.sdc <==
current_design fifo

set clk_period 3.4
set clk_io_pct 0.2

create_clock -name clk0 -period $clk_period [get_ports {clk}]

set non_clock_inputs [all_inputs -no_clocks]
set_input_delay [expr $clk_period * $clk_io_pct] -clock clk0 $non_clock_inputs
set_output_delay [expr $clk_period * $clk_io_pct] -clock clk0 [all_outputs]
==> run.sh <==
#!/bin/bash
# OpenROAD 26Q1-2900-gdf79404cd8, Yosys 0.63+post, stock flow scripts
make -C /OpenROAD-flow-scripts/flow DESIGN_CONFIG=/design/flow/config.mk WORK_HOME=/design/flow/orfs finish
==> design.v <==
module dual_port_RAM #(parameter DEPTH = 16,
					   parameter WIDTH = 8)(
	 input wclk	,
	 input wenc	,
	 input [$clog2(DEPTH)-1:0] waddr	,
	 input [WIDTH-1:0] wdata	,
	 input rclk	,
	 input renc	,
	 input [$clog2(DEPTH)-1:0] raddr	,
	 output reg [WIDTH-1:0] rdata
);
reg [WIDTH-1:0] RAM_MEM [0:DEPTH-1];
always @(posedge wclk) begin
	if(wenc)
		RAM_MEM[waddr] <= wdata;
end 
always @(posedge rclk) begin
	if(renc)
		rdata <= RAM_MEM[raddr];
end 
endmodule  
module fifo#(
	parameter	WIDTH = 8,
	parameter 	DEPTH = 16
)(
	input 					clk		, 
	input 					rst_n	,
	input 					winc	,
	input 			 		rinc	,
	input 		[WIDTH-1:0]	wdata	,
	output reg				wfull	,
	output reg				rempty	,
	output wire [WIDTH-1:0]	rdata
);
localparam DP_WD = $clog2(DEPTH);
reg  [DP_WD   :0]waddr;
wire             wenc;
wire             waddr_d_h;
wire [DP_WD -1:0]waddr_d_l;
assign wenc = winc & (!wfull);
assign waddr_d_h = (waddr[DP_WD-1:0] == DEPTH-1) ? ~waddr[DP_WD] : waddr[DP_WD];
assign waddr_d_l = (waddr[DP_WD-1:0] == DEPTH-1) ? 0 : waddr[DP_WD-1:0] + 1;
always @(posedge clk or negedge rst_n)begin
	if(~rst_n)    waddr <= 0;
	else if(wenc) waddr <= {waddr_d_h, waddr_d_l};
end
reg  [DP_WD   :0]raddr;
wire             renc;
wire             raddr_d_h;
wire [DP_WD -1:0]raddr_d_l;
assign renc = rinc & (!rempty);
assign raddr_d_h = (raddr[DP_WD-1:0] == DEPTH-1) ? ~raddr[DP_WD] : raddr[DP_WD];
assign raddr_d_l = (raddr[DP_WD-1:0] == DEPTH-1) ? 0 : raddr[DP_WD-1:0] + 1;
always @(posedge clk or negedge rst_n)begin
	if(~rst_n)    raddr <= 0;
	else if(renc) raddr <= {raddr_d_h, raddr_d_l};
end
wire [DP_WD :0]fifo_cnt = (waddr[DP_WD] == raddr[DP_WD]) ? waddr[DP_WD-1:0] - raddr[DP_WD-1:0]:
				          (waddr[DP_WD-1:0] + DEPTH - raddr[DP_WD-1:0]);
wire [DP_WD :0]fifo_cnt_d = (waddr_d_h == raddr_d_h) ? waddr_d_l[DP_WD-1:0] - raddr_d_l[DP_WD-1:0]:
				            (waddr_d_l[DP_WD-1:0] + DEPTH - raddr_d_l[DP_WD-1:0]);
wire rempty_d = (fifo_cnt == 0);
always @(posedge clk or negedge rst_n)begin
	if(~rst_n)    rempty <= 0;
	else if(rinc) rempty <= rempty_d;
end
wire wfull_d = (fifo_cnt == DEPTH);
always @(posedge clk or negedge rst_n)begin
	if(~rst_n)    wfull <= 0;
	else if(winc) wfull <= wfull_d;
end
dual_port_RAM #(.DEPTH(DEPTH), .WIDTH(WIDTH))
u_ram (
	.wclk	(clk),
	.wenc	(wenc),
	.waddr	(waddr),
	.wdata	(wdata),
	.rclk	(clk),
	.renc	(renc),
	.raddr	(raddr),
	.rdata	(rdata)
);
endmodule
==> reports/qor.csv <==
stage;metric;value;unit
outcome;status;finished clean;
drt;routed via count;2988;
drt;Via density;5.77;
layout;area grow syn2layout;15.9;%
yosys;asr flop ratio synth;8.11;%
yosys;post-synth top area share;68.3;%
setup_path;CP Cell Sequence;clkdlybuf4s50_1 > nor2b_1 > nand2_1 > nor2_1;
grt;largest net degree at the start of global routing;29;
flow_run;Tool Warnings;28;
yosys;Syn Std Cell Area;0.00598;mm^2
timing;Hold Slack;494;ps
drt;# DRC;0;
drt;final WL;11600;um
timing;relative slew slack;49.8;%
yosys;Yosys cell types;32;
drt;n_diodes;0;
layout;layout cells sized above 1;17.9;%
clocking;hold buffers post-CTS;0;
setup_path;worst path arrival time;2520;ps
setup_path;Critical Path Max Stage Delay;610;ps
layout;Fill cells;817;
grt;total track usage;23.0;%
die;Core ar.;0.0115;mm^2
clocking;Setup Fix Bufs, Post-CTS;0;
layout;Comb area;0.00146;mm^2
setup_path;Crit path max-delay family;simple AND/OR/NAND/NOR gates;
yosys;#FFs+latches synth;148;
timing;final setup TNS;0;ps
setup_path;CP bufs+invs;1;
clocking;Clock transition at path regs;60;ps
timing;fmax;403;MHz
placed_design;gpl congestion;0.873;
yosys;Yosys top cell by area;edfxtp_1;
die;row count;39;
yosys;top cells by count;edfxtp_1 (136), nand2_1 (44), mux4_2 (25), dfrtp_1 (12), nor2_1 (12);
grt;vias in the first global route;3101;
flow_run;maxcap violations;0;
clocking;root buffer cell;clkbuf_16;
drt;drt wl/cell;22.4;um
clocking;Latency at later pin;410;ps
yosys;Yosys top cell by instances;edfxtp_1;
yosys;main flop type;edfxtp_1;
yosys;cell count in the Yosys report;324;
die;die height;111;um
timing;Clock Skews;8.00;ps
grt;met2 Track Usage GR;30.5;%
timing;part of the cycle the worst path needs;72.9;%
layout;FF/Latch Area;0.00439;mm^2
setup_path;Startpoint Class;input pin;
setup_path;crit path max fanout;9;
yosys;YS warnings;4;
clocking;# clock sinks;148;
worst_hold_path;Min-Delay Path Class;reg2reg;
grt;M3 GR Usage;14.5;%
grt;initial antenna violation count;0;
timing;RSZ-0062 raised after global routing;false;
timing;post-route setup slack;922;ps
die;die x size;111;um
timing;Final min period;2480;ps
yosys;synthesis area per yosys;0.00598;mm^2
timing;final setup vio count;0;
power;Overall Power;5940;uW
placed_design;count of input and output buffers;21;
drt;Detail Route Antenna Nets;0;
power;maximum vdd drop;0.489;mV
setup_path;CP Class;in2reg;
die;number of I/O pins;22;
timing;Slew Limit Fails;0;
power;Leakage Power;0.00237;uW
drt;Pre-antenna DRT Iters;21;
clocking;Inserted Clock Buffers;17;
placed_design;setup slack at placement;530;ps
clocking;CTS max path bufs;2;
grt;GRT Max-Usage Layer;met1;
clocking;# resized after CTS;0;
setup_path;Worst path slowest cell;nor2_1;
yosys;Synth area leaders;edfxtp_1 (68%), mux4_2 (9.4%), dfrtp_1 (5.0%);
clocking;htree depth;4;
yosys;Mapped Cells;324;
drt;Initial DRC Count;190;
grt;grt met1 use;38.6;%
yosys;Avg Cell Area, Syn;18.4;um^2
yosys;number of enable flip-flop cells;136;
placed_design;DP HPWL;7530;um
setup_path;WP data required;3440;ps
die;FP Core Util;51.9;%
grt;first-pass GRT wire length;18500;um
timing;final hold vios;0;
yosys;Synth Seq Share;73.4;%
timing;measured slew at the worst slew-check pin;751;ps
grt;GR Overflow Total;0;
die;die area;0.0124;mm^2
power;pwr dens;858;mW/mm^2
setup_path;CP endpoint kind;flop;
clocking;TritonCTS clock tree;yes;
## registers in the layout (all words and copies together), names as in the netlist
name / cells
rempty: 1
waddr: 5
wfull: 1
u_ram.rdata: 8
u_ram.RAM_MEM: 128
raddr: 5
## report_power, final
| group | leakage [uW] | switching [uW] | internal (uW) | total (uW) |
|---|---|---|---|---|
| logic | 0.000720 | 877 | 806 | 1680 |
| registers | 0.00138 | 210 | 2290 | 2500 |
| clock network | 0.000268 | 688 | 1070 | 1760 |
| total | 0.00237 | 1770 | 4170 | 5940 |
## worst paths after layout
check / start / endpoint / slack (ps) / depth (start not counted)
max: winc / u_ram.RAM_MEM[14][0] / 920 / 4
min: rempty / rempty / 490 / 2
max reg2reg: raddr[0] / wfull / 1050 / 7
min reg2reg: rempty / rempty / 490 / 2
max in group asynchronous: rst_n / raddr[0] / 2340 / 1
min in group asynchronous: rst_n / raddr[1] / 650 / 1
## final cells by class
type                            instances  area share, %
Clock buffer                           18           6.20
Clock inverter                         13           1.95
Inverter                                9          0.488
Multi-Input combinational cell        153           21.0
Sequential cell                       148           63.3
Tap cell                              143           2.58
Timing Repair Buffer                   34           4.44
## stage by stage
| stage | cells | utilization [%] | instance area [um^2] |
|---|---|---|---|
| finish | 518 | 60.1 | 6930 |
| global route | 518 | 60.1 | 6930 |
| CTS | 518 | 60.1 | 6930 |
| detailed placement | 487 | 55.2 | 6360 |
| global placement | 487 | 55.2 | 6360 |
| floorplan | 324 | - | 5980 |
## layer usage
layer  vias up  wire [um]
met2       159       5300
met4         0         66
met3         7       1660
li1       1357          -
met5         -          0
met1      1465       4590
## cells by family after synthesis
group | share of synthesized area (%)
AND-OR/OR-AND | 2.70
AND/OR/NAND/NOR | 5.61
buffers and inverters | 2.28
adder cells (fa/ha/maj) | 2.22
flip-flops | 73.4
XOR/XNOR | 1.32
multiplexers | 12.5
## worst reg2reg max path, delay by kind of cell (launching register included)
family | cells | cell delay [ps]
xor+xnor | 1 | 110
fa+ha+maj | 2 | 650
flops | 1 | 740
buf+inv | 1 | 60
compound gates | 3 | 690
## placed cells by master (no fill, tap or decap), drive strengths merged, types with 3 or more instances in the layout
cell type	count
a31oi	9
o21ai	5
inv	9
ha	9
buf	13
edfxtp	136
mux4	32
and3	8
a21oi	3
o41ai	3
nor2	12
clkinvlp	3
nor3	4
clkbuf	18
clkinv	8
nand2b	3
clkdlybuf4s50	21
dfrtp	12
a21o	3
nand2	44
xnor2	7
Power is estimated from default activity; no workload was simulated.
